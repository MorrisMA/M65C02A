$ cat ./config.mk
export PLATFORM = sky130hd
export DESIGN_NAME = M65C02A_AddrGen
export DESIGN_NICKNAME = M65C02A_AddrGen
export VERILOG_FILES = /design/flow/design.v
export SDC_FILE = /design/flow/constraint.sdc
export NUM_CORES = 4
export LEC_CHECK = 1
export CORE_UTILIZATION = 50
$ cat ./constraint.sdc
current_design M65C02A_AddrGen

set clk_period 14.0
set clk_io_pct 0.2

create_clock -name clk0 -period $clk_period [get_ports {Clk}]

set non_clock_inputs [all_inputs -no_clocks]
set_input_delay [expr $clk_period * $clk_io_pct] -clock clk0 $non_clock_inputs
set_output_delay [expr $clk_period * $clk_io_pct] -clock clk0 [all_outputs]
$ cat ./design.v
`timescale 1ns / 1ps
module M65C02A_AddrGen #(
    parameter pDef_Page = 1,         
    parameter pSk_Rst   = 2,         
    parameter pSu_Rst   = 255        
)(
    input   Rst,                     
    input   Clk,                     
    input   Kernel,                  
    input   [15:0] Vector,           
    input   [ 8:0] NA_Op,            
    input   IND,                     
    input   SIZ,                     
    input   OAX,                     
    input   OAY,                     
    input   OSX,                     
    input   SPR,                     
    input   Mod,                     
    input   Prv,                     
    input   CC,                      
    input   BRV3,                    
    input   Int,                     
    input   Rdy,                     
    input   Valid,                   
    input   [15:0] M,                
    input   [15:0] IP,               
    input   [15:0] X,                
    input   [15:0] Y,                
    input   [15:0] A,                
    output  reg [15:0] AO,           
    input   SelS,                    
    input   [ 1:0] Stk_Op,           
    input   [15:0] SDI,              
    output  [15:0] SDO,              
    output  reg [15:0] MAR,          
    output  reg [15:0] PC            
);
wire    [15:0] S;                    
wire    [15:0] Abs;                  
wor     [15:0] AL, AR;               
wire    [15:0] NA;                   
wire    CE_MAR;                      
wire    CE_PC;                       
assign Ld_PC   = NA_Op[8];
assign Sel_PC  = NA_Op[7];           
assign Sel_SP  = ((OSX) ? NA_Op[3] |  SPR : NA_Op[6]);    
assign Sel_IP  = NA_Op[5];           
assign Sel_MAR = NA_Op[4];           
assign Sel_X   = ((OSX) ? NA_Op[6]        : NA_Op[3]);    
assign Sel_Y   = NA_Op[2];
assign Sel_Abs = NA_Op[1];
assign Ci      = NA_Op[0];
assign Ld_MAR  = ~(NA_Op[6] & ~Sel_Abs);
assign Abs = ((CC | ~Ld_PC) ? M : 0);
assign AL = ((Sel_PC ) ? PC  : 0);
assign AL = ((Sel_SP ) ? S   : 0);
assign AL = ((Sel_IP ) ? IP  : 0);
assign AL = ((Sel_X  ) ? ((OAX) ? A : X) : 0);   
assign AL = ((Sel_Y  ) ? ((OAY) ? A : Y) : 0);   
assign AL = ((Sel_MAR) ? MAR : 0);
assign AR = ((Sel_Abs) ? Abs : 0);
assign NA = (AL + ((Prv) ? ~AR : AR) + Ci);
always @(*)
begin
    if(Rst)
        AO <= Vector;
    else
        AO <= ((Mod & ~|AL[15:9]) ? {AL[15:8], NA[7:0]} : NA);
end
assign CE_MAR = Rdy & Ld_MAR;
always @(posedge Clk)
begin
    if(CE_MAR)
        MAR <= #1 AO;
end
assign CE_PC = Rdy & ((BRV3) ? (Ld_PC & ~Int) : Ld_PC);
always @(posedge Clk)
begin
    if(CE_PC)
        PC <= #1 AO;
end
M65C02A_StkPtrV2    #(
                        .pDef_Page(pDef_Page),
                        .pSk_Rst(pSk_Rst),
                        .pSu_Rst(pSu_Rst)
                    ) SysStk (
                        .Rst(Rst), 
                        .Clk(Clk),
                        .Mode(Kernel),
                        .Ind(IND),
                        .Size(SIZ),
                        .Mod(Mod & ~|S[15:9]),
                        .Rdy(Rdy), 
                        .Valid(Valid),
                        .Sel(SelS), 
                        .Stk_Op(((OSX) ? 2'b0 : Stk_Op)), 
                        .SDI(SDI),
                        .SDO(SDO),
                        .S(S)
                    );
endmodule
`timescale 1ns / 1ps
module M65C02A_StkPtrV2 #(
    parameter pDef_Page = 8'd1,
    parameter pSk_Rst   = 8'd2,
    parameter pSu_Rst   = 8'd255
)(
    input   Rst,
    input   Clk,
    input   Mode,                
    input   Ind,                 
    input   Size,                
    input   Mod,                 
    input   Rdy,
    input   Valid,
    input   Sel,                 
    input   [ 1:0] Stk_Op,       
    input   [15:0] SDI,          
    output  [15:0] SDO,          
    output  [15:0] S             
);
wire    [15:0] Sum, StkIn;
reg     [15:0] Sk, Su;
assign Sum   = S + ((Stk_Op[0]) ? ( 1) : (~0));      
assign StkIn = ((Mod) ? {S[15:8], Sum[7:0]} : Sum);  
assign Ld_Sk = (Mode & ~Ind) & Rdy & (Sel & Valid);
assign CE_Sk =  Mode         & Rdy & Stk_Op[1];
always @(posedge Clk)
begin
    if(Rst)
        Sk <= #1 {pDef_Page, pSk_Rst};
    else if(Ld_Sk)
        Sk <= #1 ((Size) ? SDI : {pDef_Page, SDI[7:0]});
    else if(CE_Sk)
        Sk <= #1 StkIn;    
end
assign Ld_Su = (~Mode | Mode & Ind) & Rdy & (Sel & Valid);
assign CE_Su =  ~Mode               & Rdy & Stk_Op[1];
always @(posedge Clk)
begin
    if(Rst)
        Su <= #1 {pDef_Page, pSu_Rst};
    else if(Ld_Su)
        Su <= #1 ((Size) ? SDI : {pDef_Page, SDI[7:0]});
    else if(CE_Su)
        Su <= #1 StkIn;    
end
assign S   = (( Mode)              ? Sk : Su);  
assign SDO = ((~Mode | Mode & Ind) ? Su : Sk);  
endmodule
$ cat ./run.sh
#!/bin/bash
# OpenROAD 26Q1-2900-gdf79404cd8, Yosys 0.63+post, stock flow scripts
make -C /OpenROAD-flow-scripts/flow DESIGN_CONFIG=/design/flow/config.mk WORK_HOME=/design/flow/orfs finish
==> ds_physical_params.txt <==
Physical design parameters

Parameter                              Value

Pwr
  Peak ir drop on the vdd network    0.07414 mV
  Power dissipated by switching net loads    0.0002150 W
  Net switching share of the total power    32.18%
  Static leakage    2.928 nW
  Portion of total power attributed to the clock network    23.3%
  Power consumption    0.0006682 W
  Internal    0.0004532 W
  Sequential group share of total power    33.9%
  Combinational share of power    42.8%
  Areal power density over the cells    86.93 nW/um^2

Critical path
  Worst reg-to-reg setup slack    10.19 ns
  Critical path launch point    NA_Op[7]
  Reg-to-Reg Start    PC[1]$_DFFE_PP_
  Critical Setup Path Class    input pin to primary output
  Element type at the critical path start    input pin
  Termination of the worst setup path    AO[15]
  WP data arrival    7.41 ns
  Largest fanout on the critical path    16
  Capturing point of the worst reg2reg path    PC[15]$_DFFE_PP_
  Required time at the endpoint of the critical path    11.20 ns
  Category of the worst setup path capture point    primary output
  Worst Reg2Reg Path Length in Cells    12

Place
  Input/output buffers    203
  Final Wtd Congestion    0.9464
  HPWL after detailed placement    13200 um

Clock network
  Total clock buffers created by CTS    9
  Clock slew at the register clock pins of the worst setup and hold paths    0.06 ns
  Post-CTS setup repair buffer count    0
  Clock insertion delay at the later pin of the skew report    0.35 ns
  Count of clock tree sinks    64
  Buffer cell driving the clock tree root    sky130_fd_sc_hd__clkbuf_8
  Number of H-tree branching levels    3
  TritonCTS clock tree    built
  CTS-repair resized insts    0
  Number of buffers between clock root and the deepest sink    2
  Hold bufs inserted after CTS    0

Die
  Die Footprint    11140 um^2
  Die W    105.6 um
  Site row count    37
  Number of top-level design ports    204
  Effective utilization at floorplan    51.70%
  Core area    10370 um^2
  Vert. Die Dim    105.6 um

Final timing
  Setup violators final    0
  Post-Route Skew    0.008943 ns
  Worst hold slack    0.4712 ns
  Pin slew with the least headroom to its limit    0.9215 ns
  Share of the clock period used by the worst path after layout    72.91%
  Slew Limit Headroom    38.44%
  Pins over their slew limit    0
  Clock period minus final worst setup slack    10.21 ns
  TNS Setup    0 ns
  Count of endpoints failing hold in the final timing report    0
  Achievable clock frequency    97.97 MHz
  RSZ-0062 raised after global routing    false

Detailed routing
  Number of nets still failing antenna checks after routing    0
  Overall via count from detail_route    5582
  Final routed wirelength across all metal layers    17330 um
  Number of inserted diodes    0
  Detail-routed via count per cell    6.074
  Detail-routed net length per standard cell    18.86 um
  First DRT Iteration DRCs    412
  Post-route DRC    0
  Router iterations before antenna repair    6

Final layout
  Layout cell share with drive strength beyond 1    10.34%
  Most instantiated logic cell after routing    sky130_fd_sc_hd__clkdlybuf4s50_1
  Count of filler cells inserted in the layout    739
  Top cells excl fill/tap    sky130_fd_sc_hd__clkdlybuf4s50_1 (202), sky130_fd_sc_hd__o21ai_0 (57), sky130_fd_sc_hd__nand2_1 (54)
  Layout Area Growth over Synthesis    43.36%

Min path
  Worst min-delay path class    register to register
  Worst hold path cell count    2

Logic synthesis
  Top cell type's share of synthesized area    17.92%
  Yosys cell types    57
  Mapped Avg Cell Area    9.134 um^2
  Warnings from Yosys    16
  Gate count of the mapped netlist    587
  Top_reg_cell synth    sky130_fd_sc_hd__edfxtp_1
  Post-Synthesis Cell Area    5361 um^2
  Summed standard-cell area reported by yosys    5361 um^2
  Yosys cell count    587
  Post-synth seq share    29.87%
  Top post-synthesis cells by area    sky130_fd_sc_hd__edfxtp_1 (18%), sky130_fd_sc_hd__dfxtp_1 (12%), sky130_fd_sc_hd__mux2_2 (9.9%), sky130_fd_sc_hd__ha_1 (6.5%), sky130_fd_sc_hd__o21ai_0 (5.3%)
  Cell accounting for the most synthesized area    sky130_fd_sc_hd__edfxtp_1
  Share of flip-flops with an asynchronous set or reset    0%
  Count of library flops with an enable pin    32
  FF+latch count, synth    64

Global route
  Global-route wire length before repair    27170 um
  Combined global-route utilization of all metal layers    32.19%
  Pin count of the biggest net entering global routing    64
  Number of global-route vias before repair    5300
  Antenna violations before repair    0
  Leftover overflow at the end of global routing    0

Run
  Total number of warnings across the stage logs    26
  Total of max-cap violations    0

Run status
  Run status    finished, final reports clean
==> layer usage <==
metal / track usage [%] / wire (um)
met1: 47.56 / 7336
met2: 49.91 / 7900
met3: 7.066 / 1603
met4: 7.837 / 491
met5: 0 / 0
==> final cells by class <==
class / instances / area [um^2] / area share [%]
clock inverters: 4 / 45.04 / 0.5860
well taps: 136 / 170.2 / 2.214
inverters: 13 / 48.80 / 0.6349
clock buffers: 12 / 135.1 / 1.758
repair buffers: 216 / 2125 / 27.64
multi-input cells: 474 / 3561 / 46.33
flip-flops and latches: 64 / 1602 / 20.84
==> registers in the layout (all words and copies together) (netlist names) <==
signal and cells:
SysStk.Sk 16, SysStk.Su 16, MAR 16, PC 16
==> per-stage QoR <==
step / setup slack (ns) / util, % / instance area [um^2] / cells
4_1_cts: 3.852 / 74.12 / 7686 / 919
5_1_grt: 3.552 / 74.12 / 7686 / 919
2_1_floorplan: 5.355 / - / 5361 / 587
3_3_place_gp: 4.012 / 72.38 / 7506 / 903
3_5_place_dp: 3.886 / 72.38 / 7506 / 903
6_report: 3.793 / 74.12 / 7686 / 919
==> synth_stat cells (5+ instances only) <==
cell type                  instances
sky130_fd_sc_hd__a221oi_1         15
sky130_fd_sc_hd__a221o_1          14
sky130_fd_sc_hd__xor2_1           17
sky130_fd_sc_hd__o21a_1            6
sky130_fd_sc_hd__xnor2_1          25
sky130_fd_sc_hd__nor3_1           12
sky130_fd_sc_hd__o21ai_0          57
sky130_fd_sc_hd__inv_1            13
sky130_fd_sc_hd__edfxtp_1         32
sky130_fd_sc_hd__mux2_2           47
sky130_fd_sc_hd__a211oi_1          5
sky130_fd_sc_hd__nor2b_1           7
sky130_fd_sc_hd__a21o_1           10
sky130_fd_sc_hd__nand4_1           5
sky130_fd_sc_hd__nand2_1          54
sky130_fd_sc_hd__mux2i_1          23
sky130_fd_sc_hd__a32oi_1           7
sky130_fd_sc_hd__a31oi_1           5
sky130_fd_sc_hd__nor2_1           31
sky130_fd_sc_hd__clkbuf_1         27
sky130_fd_sc_hd__dfxtp_1          32
sky130_fd_sc_hd__a222oi_1         17
sky130_fd_sc_hd__nand2b_1          5
sky130_fd_sc_hd__a21oi_1          33
sky130_fd_sc_hd__ha_1             28
==> power by group through the flow <==
stage	clock network, W	registers (W)	logic [W]
CTS	0.000156	0.000226	0.000285
global route	0.000165	0.000228	0.000312
finish	0.000156	0.000226	0.000286
==> logic make-up after synthesis <==
kind of cell | Yosys count | synth area share (%)
adders and majority gates | 31 | 7.655
muxes | 71 | 14.59
xor gates and xnor gates | 42 | 6.861
AOI/OAI and AO/OA | 197 | 25.39
DFF | 64 | 29.87
and+or+nand+nor | 133 | 11.93
buffers and inverters | 49 | 3.711
==> worst max-delay path, stage by stage <==
cell and delay, ns:
sky130_fd_sc_hd__clkdlybuf4s50_1 0.75, sky130_fd_sc_hd__a222oi_1 0.53, sky130_fd_sc_hd__o21ai_0 0.15, sky130_fd_sc_hd__a221o_1 0.31, sky130_fd_sc_hd__ha_1 0.27, sky130_fd_sc_hd__nor2b_1 0.14
sky130_fd_sc_hd__o31ai_1 0.39, sky130_fd_sc_hd__a21oi_1 0.17, sky130_fd_sc_hd__or4_1 0.43, sky130_fd_sc_hd__o21ai_0 0.18, sky130_fd_sc_hd__o21ai_0 0.18, sky130_fd_sc_hd__xnor2_1 0.15
sky130_fd_sc_hd__o31ai_1 0.39, sky130_fd_sc_hd__clkdlybuf4s50_1 0.55
==> how the worst min path moves through the flow <==
stage	from	endpoint	slack, ns
final	SysStk.Su[1]$_SDFFE_PP1P_	SysStk.Su[1]$_SDFFE_PP1P_	0.47
after global routing	SysStk.Su[1]$_SDFFE_PP1P_	SysStk.Su[1]$_SDFFE_PP1P_	0.49
after CTS	SysStk.Su[1]$_SDFFE_PP1P_	SysStk.Su[1]$_SDFFE_PP1P_	0.47
Power figures rest on the tool's default switching activity, not on a simulated workload.
